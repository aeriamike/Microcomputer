`flow/config.mk`:
```
export PLATFORM = sky130hd
export DESIGN_NAME = Regs
export DESIGN_NICKNAME = Regs
export VERILOG_FILES = /design/flow/design.v
export SDC_FILE = /design/flow/constraint.sdc
export NUM_CORES = 4
export LEC_CHECK = 1
export CORE_UTILIZATION = 40
```
`flow/constraint.sdc`:
```
current_design Regs

set clk_period 6.5
set clk_io_pct 0.2

create_clock -name clk0 -period $clk_period [get_ports {clk}]

set non_clock_inputs [all_inputs -no_clocks]
set_input_delay [expr $clk_period * $clk_io_pct] -clock clk0 $non_clock_inputs
set_output_delay [expr $clk_period * $clk_io_pct] -clock clk0 [all_outputs]
```
`flow/design.v`:
```
`timescale 1ns / 1ps
module Regs(input clk,
				input rst,
				input L_S,
				input [4:0] R_addr_A,
				input [4:0]	R_addr_B,
				input [4:0] Wt_addr,
				input [31:0]  Wt_data,
				output [31:0] rdata_A, rdata_B
				);
		reg [31:0] register [1:31];   
		integer i;
		assign rdata_A = (R_addr_A == 0) ? 0 : register[R_addr_A];  
		assign rdata_B = (R_addr_B == 0) ? 0 : register[R_addr_B];  
		always @(posedge clk or posedge rst) begin
		if (rst==1) 
			for (i=1; i<32; i=i+1)
				register[i] <= 0;  
		else if ((Wt_addr != 0) && (L_S == 1))
			register[Wt_addr] <= Wt_data;  
		end
endmodule
```
`flow/run.sh`:
```
#!/bin/bash
# OpenROAD 26Q1-2900-gdf79404cd8, Yosys 0.63+post, stock flow scripts
make -C /OpenROAD-flow-scripts/flow DESIGN_CONFIG=/design/flow/config.mk WORK_HOME=/design/flow/orfs finish
```
==> job_summary.md <==
## PnR job results

| Metric | Value |
|---|---|
| Floorplan Utilization | `40.5%` |
| Post-synth cell types | `63` |
| Cell total in the yosys stat output | `4,196` |
| Setup-violating endpoint count in the final report | `0` |
| Clock insertion delay at the later pin of the skew report | `0.74 ns` |
| Required time worst endpoint | `5.20 ns` |
| Ranking of synthesized cells by instance count | `sky130_fd_sc_hd__dfrtp_1, sky130_fd_sc_hd__mux2_2, sky130_fd_sc_hd__a22oi_1` |
| Proportion of synthesized chip area in sequential cells | `50.2%` |
| H-tree lvl count | `3` |
| Clock period minus final worst setup slack | `6.35 ns` |
| Chip width | `354 um` |
| Area fraction in xor and xnor cells | `0%` |
| Top Ports | `114` |
| Data arrival time of the worst path | `5.05 ns` |
| Largest vdd supply drop | `0.220 mV` |
| Die Outline Area | `125,000 um2` |
| Post-synthesis share of cell area spent on and, or, nand and nor gates | `6.71%` |
| Post-synth ARST share | `100%` |
| Post-place setup slack | `0.390 ns` |
| Area growth from synthesis to layout | `16.8%` |
| Hold_buf cts | `0` |
| Largest fanout of any net on the critical path | `14` |
| Post-synth top flop | `sky130_fd_sc_hd__dfrtp_1` |
| Overall power consumption | `17.4 mW` |
| Area reported by Yosys stat | `49,500 um2` |
| CTS max path bufs | `3` |
| Floorplan die height | `354 um` |
| Standard cell with the maximum stage delay on the critical path | `sky130_fd_sc_hd__clkdlybuf4s50_1` |
| Register containing the most flip-flops in the final layout | `register` |
| Final Instance Count excl. Fillers | `6,016` |
| Total tool warning count | `44` |
| Multiplexer share of the synthesized area | `22.9%` |
| Core utilization of the finished layout | `47.3%` |
| Type of destination of the critical path | `output pin` |
| Number of antenna violations at the first check in global routing | `12` |
| Router iterations before antenna repair | `9` |
| Leakage dissipation | `24.9 nW` |
| CTS sink cnt | `992` |
| Detailed Route Iter0 Violations | `5,957` |
| Critical path class | `in -> out` |
| Buf/Inv on CP | `3` |
| Post-synthesis cell area | `49,500 um2` |
| First-pass GRT wire length | `342 mm` |
| Average cell area after synthesis | `11.8 um2` |
| Origin of the worst setup path | `R_addr_B[1]` |
| Detailed-route via count | `42,900` |
| Area contributors post-synth | `sky130_fd_sc_hd__dfrtp_1, sky130_fd_sc_hd__mux2_2, sky130_fd_sc_hd__a22oi_1` |
| Root buffer cell | `sky130_fd_sc_hd__clkbuf_16` |
| Core Footprint | `122,000 um2` |
| Setup slack of the critical path after layout | `0.149 ns` |
| Tally of nets with antenna violations remaining after routing | `0` |
| Pin count of the biggest net entering global routing | `118` |
| Instance count of the mapped netlist | `4,196` |
| Setup repair after global routing missed its margin | `false` |
| Synthesized-area fraction occupied by ao, oa, aoi and oai cells | `16.2%` |
| Routability cong. | `1.04` |
| Post-route clock skew | `0 ns` |
| Total power per unit cell area | `301 nW/um2` |
| Reg2reg end | `register[24][21]` |
| Critical path's top delay family | `buffers and inverters` |
| Flops out of synthesis | `992` |
| FILL cells | `10,900` |
| Flip-flop count of the largest register after layout | `992` |
| Final wirelength | `249 mm` |
| Startpoint kind of the worst setup timing path | `input port` |
| Post-synth tally of flip-flops with integrated enable | `0` |
| Worst Reg2Reg Path Length in Cells | `1` |
| FA/HA/MAJ Cells, Area Fraction | `0%` |
| Number of global-route vias before repair | `42,300` |
| Detailed-route DRC error count | `0` |
| Critical register-to-register path startpoint | `register[24][21]` |
| Vias per cell | `7.14` |
| Outcome | `complete, no violations` |
| Stage delay of the slowest cell on the critical path | `0.82 ns` |
| Most used cell, CP | `sky130_fd_sc_hd__clkdlybuf4s50_1` |
| Register cell area after layout | `24,800 um2` |
| WP depth | `9` |
| Max-slew violations | `0` |
| Post-CTS sizing | `0` |
| Register-to-Register Setup Slack | `5.50 ns` |
| Largest logic family | `multiplexers` |
| CTS tree | `done` |
| Count of port buffers added during placement | `113` |
| Area leader share | `50.2%` |
| Worst hold-check path type | `reg -> reg` |
| Clk slew on worst S/H paths | `0.06 ns` |
| Fraction of layout cells with a size suffix above 1 | `36.0%` |
| Final period util | `97.7%` |
| Inserted Clock Buffers | `105` |
| Total placed cells including tap cells | `5,819` |
| Fmax | `0.157 GHz` |
| Top Registers | `register: 992 flops` |
| Final hold violation count | `0` |
| Dominant cell by count in the synthesized netlist | `sky130_fd_sc_hd__dfrtp_1` |
| Cell-by-cell listing of the critical path | `clkdlybuf4s50_1 -> nand3b_1 -> nor2_4 -> buf_4 -> a22oi_1 -> nand2_1 -> nor4_1 -> a21oi_1 -> clkdlybuf4s50_1` |
| Cell taking the most area after synthesis | `sky130_fd_sc_hd__dfrtp_1` |
| Overall Global Routing Usage | `41.1%` |
| Post-Route Hold Slack | `0.525 ns` |
| Number of buffers inserted by post-CTS setup repair | `0` |
| Combinational gate area | `23,200 um2` |
| Average wire length per cell after detail routing | `41.4 um` |
| Critical Path End | `rdata_B[31]` |
| Standard-cell row count | `128` |
| Overflow left after global routing | `0` |
| Total of max-cap violations | `0` |
| Detailed-placement wirelength estimate | `152 mm` |
| Yosys synthesis warning count | `2` |
| Normalized max-slew margin | `36.4%` |
| Transition time of the tightest slew-check pin | `0.951 ns` |
==> kinds of logic (layout without fill, tap and decap cells) <==
| family | Yosys count | count (layout) |
|---|---|---|
| AOI/OAI and AO/OA | 1111 | 1111 |
| buffers and inverters | 430 | 621 |
| DFF | 992 | 992 |
| muxes | 1005 | 1005 |
| other | 0 | 4 |
| and+or+nand+nor | 658 | 658 |
==> through the flow <==
step / cell area, um2 / setup TNS (ns)
5_1_grt: 57800 / 0
3_3_place_gp: 54200 / 0
4_1_cts: 57800 / 0
2_1_floorplan: 49500 / -8398.60
6_report: 57800 / 0
3_5_place_dp: 54200 / 0
==> power by group <==
group          leakage [nW]  switching [mW]  internal (mW)
clock                  1.80            2.70           3.70
sequential             12.7            1.20           7.37
combinational          10.4            1.13           1.31
total                  24.9            5.03           12.4
==> layout make-up <==
type | count | area share, %
multi-input combinational | 2774 | 40.1
clock buffer | 142 | 5.24
inverter | 7 | 0.0520
tap | 1625 | 3.52
timing repair buffer | 421 | 7.07
sequential | 992 | 42.9
clock inverter | 51 | 1.04
antenna | 4 | 0.0173
==> layer usage <==
metal / wire length [um] / up-vias / track usage [%]
li1: - / 16300 / -
met5: 149 / - / 0.491
met1: 87700 / 21600 / 52.9
met3: 42600 / 1246 / 24.9
met2: 99100 / 3786 / 54.2
met4: 19500 / 20 / 22.3
==> worst min-delay path by stage <==
stage	from	to	slack, ns	cells after the start
after CTS	register[18][31]	register[18][31]	0.52	1
after global routing	register[20][15]	register[20][15]	0.54	1
final	register[28][12]	register[28][12]	0.53	1
==> layout by cell type (no fill, tap or decap), types with 24 or more instances in the layout <==
| cell | netlist | routed |
|---|---|---|
| sky130_fd_sc_hd__a21oi_1 | 165 | 165 |
| sky130_fd_sc_hd__a222oi_1 | 45 | 45 |
| sky130_fd_sc_hd__a22oi_1 | 788 | 788 |
| sky130_fd_sc_hd__buf_12 | 0 | 52 |
| sky130_fd_sc_hd__buf_4 | 27 | 258 |
| sky130_fd_sc_hd__clkbuf_16 | 0 | 106 |
| sky130_fd_sc_hd__clkbuf_8 | 0 | 24 |
| sky130_fd_sc_hd__clkdlybuf4s50_1 | 0 | 110 |
| sky130_fd_sc_hd__clkinv_2 | 0 | 24 |
| sky130_fd_sc_hd__dfrtp_1 | 992 | 992 |
| sky130_fd_sc_hd__mux2_2 | 988 | 988 |
| sky130_fd_sc_hd__nand2_1 | 196 | 187 |
| sky130_fd_sc_hd__nand3_1 | 63 | 63 |
| sky130_fd_sc_hd__nand4_1 | 100 | 100 |
| sky130_fd_sc_hd__nor2_1 | 117 | 65 |
| sky130_fd_sc_hd__nor2_4 | 4 | 67 |
| sky130_fd_sc_hd__nor3_1 | 68 | 68 |
Power figures rest on the tool's default switching activity, not on a simulated workload.
